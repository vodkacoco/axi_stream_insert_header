==> config.mk <==
export PLATFORM = sky130hd
export DESIGN_NAME = axi_stream_insert_header
export DESIGN_NICKNAME = axi_stream_insert_header
export VERILOG_FILES = /design/flow/design.v
export SDC_FILE = /design/flow/constraint.sdc
export NUM_CORES = 4
export LEC_CHECK = 1
export CORE_UTILIZATION = 50
==> constraint.sdc <==
current_design axi_stream_insert_header

set clk_period 7.3
set clk_io_pct 0.2

create_clock -name clk0 -period $clk_period [get_ports {clk}]

set non_clock_inputs [all_inputs -no_clocks]
set_input_delay [expr $clk_period * $clk_io_pct] -clock clk0 $non_clock_inputs
set_output_delay [expr $clk_period * $clk_io_pct] -clock clk0 [all_outputs]
==> run.sh <==
#!/bin/bash
# OpenROAD 26Q1-2900-gdf79404cd8, Yosys 0.63+post, stock flow scripts
make -C /OpenROAD-flow-scripts/flow DESIGN_CONFIG=/design/flow/config.mk WORK_HOME=/design/flow/orfs finish
==> design.v <==
`timescale 1ns / 1ps
module axi_stream_insert_header #(
parameter DATA_WD = 32,
parameter DATA_BYTE_WD = DATA_WD / 8
) (
input clk,
input rst_n,
input valid_in,
input [DATA_WD-1 : 0] data_in,
input [DATA_BYTE_WD-1 : 0] keep_in,
input last_in,
output ready_in,
output valid_out,
output [DATA_WD-1 : 0] data_out,
output [DATA_BYTE_WD-1 : 0] keep_out,
output last_out,
input ready_out,
input valid_insert,
input [DATA_WD-1 : 0] header_insert,
input [DATA_BYTE_WD-1 : 0] keep_insert,
output ready_insert
);
reg last_in_r1;
reg last_in_r2;
wire last_in_pulse_p;
reg [DATA_WD-1 : 0] data_out_r1; 
reg [DATA_WD-1 : 0] data_out_r2;
reg [DATA_BYTE_WD-1 : 0] keep_in_r;
wire axis_ready_in;
always@(posedge clk or negedge rst_n)
if(!rst_n)
begin
    last_in_r1 <= 0;
    last_in_r2 <= 0;
end
else 
begin
    last_in_r1 <= last_in;
    last_in_r2 <= last_in_r1;
end
assign last_in_pulse_p = ~last_in_r1 & last_in_r2;
assign axis_ready_in = last_in_pulse_p? 0 : 1;
assign ready_in = axis_ready_in;
always@(posedge clk or negedge rst_n)
if(!rst_n)
begin
    data_out_r1 <= 0;
end
else if(valid_in && axis_ready_in) 
begin
    keep_in_r <= keep_in;
    data_out_r1 <= data_in;
    data_out_r2 <= data_out_r1;
end
else
begin
    data_out_r1 <= data_out_r1;
    data_out_r2 <= data_out_r2;
end
reg [DATA_WD-1 : 0]header_out_r;
reg insert_flag;
reg [DATA_BYTE_WD-1 : 0] keep_insert_out_r;
always@(posedge clk or negedge rst_n)
if(!rst_n)
begin
    header_out_r <= 0;
    insert_flag <= 0;
end
else if(valid_insert && ready_insert)
begin
    case(keep_insert)
    4'b1111:begin header_out_r<=header_insert;insert_flag<=1; end
    4'b0111:begin header_out_r<={8'b0,header_insert[23:0]};insert_flag<=1;end
    4'b0011:begin header_out_r<={16'b0,header_insert[15:0]};insert_flag<=1;end
    4'b0001:begin header_out_r<={24'b0,header_insert[7:0]};insert_flag<=1;end
    default:begin header_out_r<=header_out_r;insert_flag<=1; end
    endcase
    keep_insert_out_r <= keep_insert;
end
reg [DATA_WD-1 : 0]header_data_out_r;
always@(posedge clk or negedge rst_n)
if(!rst_n)
begin
    header_data_out_r <= 0;
end
else if(insert_flag)
begin
    case(keep_insert)
    4'b1111:begin header_data_out_r<=header_out_r;insert_flag<=0; end
    4'b0111:begin header_data_out_r<={header_insert[23:0],data_out_r1[31:24]};insert_flag<=0;end
    4'b0011:begin header_data_out_r<={header_insert[15:0],data_out_r1[31:16]};insert_flag<=0;end
    4'b0001:begin header_data_out_r<={header_insert[7:0],data_out_r1[31:8]};insert_flag<=0;end
    default:begin header_data_out_r<=header_data_out_r;insert_flag<=0; end
    endcase
end
else 
    begin
        case(keep_insert_out_r)
        4'b1111:begin header_data_out_r<=data_out_r2; end
        4'b0111:begin header_data_out_r<={data_out_r2[23:0],data_out_r1[31:24]};end
        4'b0011:begin header_data_out_r<={data_out_r2[15:0],data_out_r1[31:16]};end
        4'b0001:begin header_data_out_r<={data_out_r2[7:0],data_out_r1[31:8]};end
        default:begin header_data_out_r<=header_data_out_r; end
    endcase
    end
reg s_ready_insert;
assign data_out = ready_out?header_data_out_r:data_out_r2;
always@(posedge clk or negedge rst_n)
begin
    if(!rst_n)
        s_ready_insert<=0;
    else
        s_ready_insert<= insert_flag==1 ? 0:1;
end
assign ready_insert=s_ready_insert;
reg [1:0]insert_flag_r;
always@(posedge clk or negedge rst_n)
begin
    if(!rst_n)
        insert_flag_r<=0;
    else
        insert_flag_r <= {insert_flag_r[0],insert_flag};
end
assign neg_flag = ~insert_flag_r[1]&insert_flag_r[0];
assign valid_out = neg_flag? 0 : 1;
wire last_out_p;
reg [DATA_BYTE_WD-1 : 0] keep_out_r;
always@(posedge clk or negedge rst_n)
begin
    if(!rst_n)
        keep_out_r<=0;
    else if(valid_out)
        keep_out_r <= 4'b1111;
    else if(last_out_p)
    begin
        case(keep_insert)
            4'b1111:begin keep_out_r <= keep_in_r;end
            4'b0111:begin keep_out_r <= keep_in_r<<1;end
            4'b0011:begin keep_out_r <= keep_in_r<<2;end
            4'b0001:begin keep_out_r <= keep_in_r<<3;end
        endcase
    end
    else
        keep_out_r<=0;
end
assign keep_out = keep_out_r;
reg [1:0]last_out_r;
always@(posedge clk or negedge rst_n)
begin
    if(!rst_n)
        last_out_r <= 0;
    else 
    begin
        last_out_r <= {last_out_r[0],last_in_pulse_p};
    end
end
assign last_out_p = ~last_out_r[0]&last_out_r[1];
assign last_out = last_out_p;
endmodule
==> flow_summary.json <==
{
  "insertedDiodeCount": 0,
  "start_kind": "input pin",
  "dieWidth_um": 108,
  "cp_slowest_stage_delay_ns": 0.46,
  "grt.total_usage": 0.242,
  "area_delta_synth_final_pct": 17.8,
  "fin_tns_setup_ns": 0,
  "crit_top_cell": "clkdlybuf4s50_1",
  "cp-end-kind": "output port",
  "cap_violations": 0,
  "hpwl_mm": 7.23,
  "first_global_vias": 3604,
  "seq_area_frac_synth": 0.500,
  "drtAntennaViolNets": 0,
  "slew_viol_final": 0,
  "period_used_share": 0.638,
  "totalPowerFinal_mw": 1.30,
  "synth.area.top_cells": "dfrtp_1, edfxtp_1, mux2_2, mux2_4, a211oi_2",
  "tightestPinTransition_ns": 0.727,
  "setup-violations-final": 0,
  "yosysUniqueCellTypes": 27,
  "fin_ws_ns": 2.64,
  "drt_first_pass_iters": 4,
  "clk_path_buf_depth": 2,
  "vias": 3557,
  "totalWireLength_mm": 12.5,
  "ys_ff": 105,
  "min_path_cells": 0,
  "synthTopLogicFamily": "AND-OR/OR-AND gates",
  "drive_gt1_frac": 0.350,
  "routedWlPerCell_um": 21.2,
  "power.leakage_nw": 2.49,
  "drt_iter0_drc": 173,
  "core_area_sq_mm": 0.0109,
  "ff2ff_path_depth": 5,
  "synthesis.area_sq_mm": 0.00561,
  "cts-htree-levels": 3,
  "initCoreUtil": 0.516,
  "fillers": 858,
  "fmaxAchievable_mhz": 215,
  "mux_area_frac": 0.211,
  "rsz0062_at_grt": "no",
  "syn_inst": 390,
  "worstSetupPathType": "in2out",
  "numClockSinks": 105,
  "worstPathMaxFanout": 32,
  "die_height_um": 108,
  "cp.required_ns": 5.84,
  "yosys_area_sq_mm": 0.00561,
  "dr_wl_met3_um": 692,
  "gr-total-overflow": 0,
  "status": "finished clean",
  "skew_ns": 0.0112,
  "arrival_ns": 3.20,
  "hold_buffers": 0,
  "cts_tree": "yes",
  "power_density_mw_per_mm2": 196,
  "relSlewSlack": 0.515,
  "compound_area_frac": 0.223,
  "route.met2.wl_mm": 5.60,
  "xor_share": 0,
  "place.gp.congestion": 0.759,
  "fa_ha_area_frac": 0,
  "rows": 38,
  "slowest_stage": "clkdlybuf4s50_1",
  "logic_area_sq_mm": 0.00252,
  "hold_path.class": "reg2reg",
  "ys.warnings.count": 4,
  "avgSynthCellArea_sq_um": 14.4,
  "ir_drop_mv": 0.138,
  "final_core_util": 0.607,
  "postCtsSetupBuffers": 0,
  "vias_per_cell": 6.02,
  "tool_warnings": 62,
  "dr.max_layer_used": "met4",
  "timing.final.hold_violations": 0,
  "ctsRootBufferMaster": "clkbuf_8",
  "synth_top_cell_by_area": "dfrtp_1",
  "path_clk_slew_ns": 0.10,
  "antenna_found_initial": 0,
  "dieArea_sq_mm": 0.0117,
  "stdcell_count": 591,
  "numCtsBuffers": 9,
  "drt-met1-wl_mm": 6.14,
  "io_pins": 118,
  "grt_max_degree": 66,
  "clock.latency.late_pin_ns": 0.37,
  "grt_pass1_wl_mm": 20.2,
  "seqCellArea_sq_mm": 0.00281,
  "yosys_cells": 390,
  "dp_slack_ns": 2.63,
  "cp_cell_sequence": "clkdlybuf4s50_1, buf_4, mux2_2, clkdlybuf4s50_1",
  "synth_top_area_share": 0.308,
  "dp_cells": 575,
  "port_buffers": 80,
  "cts_resized": 0,
  "drc": 0,
  "simple_gate_share": 0.0125,
  "min_period_ns": 4.66,
  "regToRegSetupSlack_ns": 4.45
}
## stage by stage
stage	area (sq um)	hold WS, ns
after floorplan	5620	0.346
after global placement	6400	0.357
after detailed placement	6400	0.365
after CTS	6610	0.388
after global routing	6610	0.397
final	6610	0.384
## synthesized netlist by cell type, drive strengths merged
master,number
nand3,2
edfxtp,36
dfrtp,69
o211a,1
nor2b,3
o2111ai,31
buf,37
mux2,95
nand2b,4
and3,2
clkbuf,11
a21o,1
conb,1
nand2,1
inv,1
o21ba,31
a32o,1
o2bb2ai,31
a211oi,31
mux2i,1
## logic make-up (layout without fill, tap and decap cells)
| family | count (synthesis) | in the layout |
|---|---|---|
| buffers and inverters | 49 | 109 |
| DFF | 105 | 105 |
| and+or+nand+nor | 12 | 12 |
| other | 1 | 2 |
| muxes | 96 | 96 |
| AOI/OAI and AO/OA | 127 | 127 |
## cell usage in the layout (no fill, tap or decap), types with 2 or more instances in the layout
cell              n
a211oi_1          3
mux2_2           48
o2111ai_1        31
mux2_1           19
mux2_4           28
buf_4            13
o2bb2ai_1        31
a211oi_2         28
clkbuf_8         12
clkinvlp_4        2
edfxtp_1         36
nor2b_1           2
dfrtp_1          69
conb_1            2
and3_1            2
o21ba_2          23
clkdlybuf4s50_1  79
nand3_1           2
nand2b_1          3
o21ba_1           8
## layout make-up
type	count	share of cell area
Multi-Input combinational cell	237	0.381
Tap cell	140	0.0265
Clock buffer	12	0.0250
Clock inverter	4	0.00757
Inverter	1	0.000568
Timing Repair Buffer	92	0.134
Sequential cell	105	0.425
## sequential cells by signal, indices dropped and copies added, names as in the netlist
signal	flops
keep_out_r	1
header_data_out_r	32
data_out_r2	32
last_in_r2	1
last_out_r	2
keep_insert_out_r	4
data_out_r1	32
last_in_r1	1
## final timing paths
path | to | startpoint
worst max-delay path | data_out[7] | ready_out
worst min-delay path | last_out_r[1] | last_out_r[0]
max in group asynchronous | data_out_r1[24] | rst_n
min in group asynchronous | header_data_out_r[21] | rst_n
worst max register to register | header_data_out_r[29] | keep_insert_out_r[2]
worst min register to register | last_out_r[1] | last_out_r[0]
## where the power goes
part           internal [mW]  leakage [nW]  switching (mW)
Sequential             0.668          1.16          0.0426
Combinational          0.131          1.22          0.0762
Clock                  0.186         0.105           0.195
## metal layers
metal | GRT usage | vias to the layer above
met5 | 0 | -
li1 | - | 1646
met2 | 0.344 | 87
met4 | 0.0215 | 0
met3 | 0.0626 | 8
met1 | 0.412 | 1816
## critical path: cells and delay by family
family | cells | cell delay, ns
buf+inv | 3 | 1.32
mux | 1 | 0.41
No activity file was given, so power comes from the tool's default toggle rates.
